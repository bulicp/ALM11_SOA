===== /design/flow/design.v =====
`timescale 1ns / 1ps
module ALM11_SOA(
    input [15:0] x,
    input [15:0] y,
    output [31:0] p
    );
	wire [15:0] x_abs;
	wire [15:0] y_abs;
	assign x_abs = x ^ {16{x[15]}};
	assign y_abs = y ^ {16{y[15]}};
	wire [15:0] kx;
	wire zero_x;
	wire [3:0] code_x;
	LOD16 LODx (
		.data_i(x_abs),
		.zero_o(zero_x),
		.data_o(kx)
	 ); 
	PriorityEncoder_16 PEx (
		.data_i(kx),
		.code_o(code_x)
	 ); 
	wire [15:0] ky;
	wire zero_y;
	wire [3:0] code_y;
	LOD16 LODy (
		.data_i(y_abs),
		.zero_o(zero_y),
		.data_o(ky)
	 ); 
	PriorityEncoder_16 PEy (
			.data_i(ky),
			.code_o(code_y)
		 ); 
	wire [3:0] code_x_inv;
	wire [5:0] barrel_x;
	assign code_x_inv = ~code_x;
	Barrel16L BShiftx (
		.data_i(x_abs),
		.shift_i(code_x_inv),
		.data_o(barrel_x)
 	 ); 
	wire [3:0] code_y_inv;
	wire [5:0] barrel_y;
	assign code_y_inv = ~code_y;
	Barrel16L BShifty (
		.data_i(y_abs),
		.shift_i(code_y_inv),
		.data_o(barrel_y)
 	 );
	wire [8:0] op1;
	wire [8:0] op2;
	wire [19:0] L;
	wire c_in;
	assign op1 = {1'b0,code_x,barrel_x[4:1]};
	assign op2 = {1'b0,code_y,barrel_y[4:1]};
	assign c_in = barrel_x[0] & barrel_y[0];
    assign L[19:11] = c_in + op1 + op2;
	assign L[10:0] = {11{1'b1}};
	wire [31:0] tmp_out; 
	AntiLog anti_log(
		.data_i(L),
		.data_o(tmp_out)
	);
	wire prod_sign; 
	wire [31:0] tmp_sign;
	assign prod_sign = x[15] ^ y[15];
	assign tmp_sign = {32{prod_sign}} ^ tmp_out;
	wire not_zero;
	assign not_zero = (~zero_x | x[15] | x[0]) & (~zero_y | y[15] | y[0]);
	assign p = not_zero ? tmp_sign : 32'b0;
endmodule
module AntiLog(
	input [19:0] data_i,
	output [31:0] data_o
	);
	wire [31:0] l1_in;
	wire [31:0] l1_out;
	wire [4:0] k_enc;
	wire [4:0] k_enc_inc;
	assign l1_in = {16'b0,1'b1,data_i[14:0]};
	assign k_enc = {1'b0,data_i[18:15]};
	carry_lookahead_inc inc_inst(
     .i_add1(k_enc),
     .o_result(k_enc_inc)
     );	
	Barrel32L L1shift (
		.data_i(l1_in),
		.shift_i(k_enc_inc),
		.data_o(l1_out)
 	 );
	wire [15:0] r_in;
	wire [15:0] r_out;
	wire [3:0] enc;
	assign enc = ~data_i[18:15];
	assign r_in = {1'b1,data_i[14:0]};
	Barrel16R Rshift (
		.data_i(r_in),
		.shift_i(enc),
		.data_o(r_out)
 	 );
	wire lr;
	wire [15:0] out_msb;
	assign lr = data_i[19];
	assign out_msb = {16{lr}} & l1_out[31:16];
	wire [15:0] out_lsb;
	assign out_lsb = lr ? l1_out[15:0] : r_out;
	assign data_o = {out_msb,out_lsb};
endmodule
module PriorityEncoder_16_old(
    input [15:0] data_i,
    output reg [3:0] code_o
    );
	always @*
		case (data_i)
	      16'b0000000000000001 : code_o = 4'b0000;
         16'b0000000000000010 : code_o = 4'b0001;
         16'b0000000000000100 : code_o = 4'b0010;
         16'b0000000000001000 : code_o = 4'b0011;
         16'b0000000000010000 : code_o = 4'b0100;
         16'b0000000000100000 : code_o = 4'b0101;
         16'b0000000001000000 : code_o = 4'b0110;
         16'b0000000010000000 : code_o = 4'b0111;
		   16'b0000000100000000 : code_o = 4'b1000;
         16'b0000001000000000 : code_o = 4'b1001;
         16'b0000010000000000 : code_o = 4'b1010;
         16'b0000100000000000 : code_o = 4'b1011;
         16'b0001000000000000 : code_o = 4'b1100;
         16'b0010000000000000 : code_o = 4'b1101;
         16'b0100000000000000 : code_o = 4'b1110;
         16'b1000000000000000 : code_o = 4'b1111;
			default     : code_o = 4'b0000;
		endcase
endmodule
module PriorityEncoder_16(
    input [15:0] data_i,
    output [3:0] code_o
    );
    wire [7:0] tmp0;
    assign tmp0 = {data_i[15],data_i[13],data_i[11],data_i[9],data_i[7],data_i[5],data_i[3],data_i[1]};
    OR_tree code0(tmp0,code_o[0]);
    wire [7:0] tmp1;
    assign tmp1 = {data_i[15],data_i[14],data_i[11],data_i[10],data_i[7],data_i[6],data_i[3],data_i[2]};
    OR_tree code1(tmp1,code_o[1]);
    wire [7:0] tmp2;
    assign tmp2 = {data_i[15],data_i[14],data_i[13],data_i[12],data_i[7],data_i[6],data_i[5],data_i[4]};
    OR_tree code2(tmp2,code_o[2]);
    wire [7:0] tmp3;
    assign tmp3 = {data_i[15],data_i[14],data_i[13],data_i[12],data_i[11],data_i[10],data_i[9],data_i[8]};
    OR_tree code3(tmp3,code_o[3]);
endmodule
module OR_tree(
    input [7:0] data_i,
    output data_o
    );
    wire [3:0] tmp1;
    wire [1:0] tmp2;
    assign tmp1 = data_i[3:0] | data_i[7:4];
    assign tmp2 = tmp1[1:0] | tmp1[3:2];
    assign data_o = tmp2[0] | tmp2[1];
endmodule
module LOD4(
    input [3:0] data_i,
    output [3:0] data_o
    );
	 wire mux0;
	 wire mux1;
	 wire mux2;
	 assign mux2 = (data_i[3]==1) ? 1'b0 : 1'b1;
	 assign mux1 = (data_i[2]==1) ? 1'b0 : mux2;
	 assign mux0 = (data_i[1]==1) ? 1'b0 : mux1;
	 assign data_o[3] = data_i[3];
	 assign data_o[2] =(mux2 & data_i[2]);
	 assign data_o[1] =(mux1 & data_i[1]);
	 assign data_o[0] =(mux0 & data_i[0]);
endmodule
module Muxes2in1Array4(
    input [3:0] data_i,
    input select_i,
    output [3:0] data_o
    );
	assign data_o[3] = select_i ? data_i[3] : 1'b0;
	assign data_o[2] = select_i ? data_i[2] : 1'b0;
	assign data_o[1] = select_i ? data_i[1] : 1'b0;
	assign data_o[0] = select_i ? data_i[0] : 1'b0;
endmodule
module LOD16(
    input [15:0] data_i,
    output zero_o,
    output [15:0] data_o
    );
	 wire [15:0] z;
	 wire [3:0] select;
	 wire [3:0] zdet;
	 assign zdet[3] = data_i[15] | data_i[14] | data_i[13] | data_i[12];
	 assign zdet[2] = data_i[11] | data_i[10] | data_i[9] | data_i[8];
	 assign zdet[1] = data_i[7] | data_i[6] | data_i[5] | data_i[4];
	 assign zdet[0] = data_i[3] | data_i[2] | data_i[1] | data_i[0];
	 assign zero_o = ~(zdet[3] | zdet[2] | zdet[1] | zdet[0]);
	 LOD4 lod4_3 (
		.data_i(data_i[15:12]), 
		.data_o(z[15:12])
	 );
	 LOD4 lod4_2 (
		.data_i(data_i[11:8]), 
		.data_o(z[11:8])
	 );
	 LOD4 lod4_1 (
		.data_i(data_i[7:4]), 
		.data_o(z[7:4])
	 );
	 LOD4 lod4_0 (
		.data_i(data_i[3:0]), 
		.data_o(z[3:0])
	 );
	 LOD4 lod4_middle (
		.data_i(zdet), 
		.data_o(select)
	 );
	 Muxes2in1Array4 Inst_MUX214_3 (
		.data_i(z[15:12]), 
		.select_i(select[3]), 
		.data_o(data_o[15:12])
    );
	 Muxes2in1Array4 Inst_MUX214_2 (
		.data_i(z[11:8]), 
		.select_i(select[2]), 
		.data_o(data_o[11:8])
    );
	 Muxes2in1Array4 Inst_MUX214_1 (
		.data_i(z[7:4]), 
		.select_i(select[1]), 
		.data_o(data_o[7:4])
    );
	 Muxes2in1Array4 Inst_MUX214_0 (
		.data_i(z[3:0]), 
		.select_i(select[0]), 
		.data_o(data_o[3:0])
    );
endmodule
module Barrel16L(
    input [15:0] data_i,
    input [3:0] shift_i,
    output [5:0] data_o
    );
   reg [15:0] tmp;
   always @*
      case (shift_i)
         4'b0000: tmp = data_i;
         4'b0001: tmp = data_i << 1;
         4'b0010: tmp = data_i << 2;
         4'b0011: tmp = data_i << 3;
         4'b0100: tmp = data_i << 4;
         4'b0101: tmp = data_i << 5;
         4'b0110: tmp = data_i << 6;
         4'b0111: tmp = data_i << 7;
         4'b1000: tmp = data_i << 8;
         4'b1001: tmp = data_i << 9;
         4'b1010: tmp = data_i << 10;
         4'b1011: tmp = data_i << 11;
         4'b1100: tmp = data_i << 12;
         4'b1101: tmp = data_i << 13;
         4'b1110: tmp = data_i << 14;
         default: tmp = data_i << 15;
      endcase
	assign data_o = tmp[15:10];
endmodule
module Barrel16R(
    input [15:0] data_i,
    input [3:0] shift_i,
    output reg [15:0] data_o
    );
   always @*
      case (shift_i)
         4'b0000: data_o = data_i;
         4'b0001: data_o = data_i >> 1;
         4'b0010: data_o = data_i >> 2;
         4'b0011: data_o = data_i >> 3;
         4'b0100: data_o = data_i >> 4;
         4'b0101: data_o = data_i >> 5;
         4'b0110: data_o = data_i >> 6;
         4'b0111: data_o = data_i >> 7;
         4'b1000: data_o = data_i >> 8;
         4'b1001: data_o = data_i >> 9;
         4'b1010: data_o = data_i >> 10;
         4'b1011: data_o = data_i >> 11;
         4'b1100: data_o = data_i >> 12;
         4'b1101: data_o = data_i >> 13;
         4'b1110: data_o = data_i >> 14;
         default: data_o = data_i >> 15;
      endcase
endmodule
module Barrel32L(
    input [31:0] data_i,
    input [4:0] shift_i,
    output reg [31:0] data_o
    );
   always @*
      case (shift_i)
         5'b00000: data_o = data_i;
         5'b00001: data_o = data_i << 1;
         5'b00010: data_o = data_i << 2;
         5'b00011: data_o = data_i << 3;
         5'b00100: data_o = data_i << 4;
         5'b00101: data_o = data_i << 5;
         5'b00110: data_o = data_i << 6;
         5'b00111: data_o = data_i << 7;
         5'b01000: data_o = data_i << 8;
         5'b01001: data_o = data_i << 9;
         5'b01010: data_o = data_i << 10;
         5'b01011: data_o = data_i << 11;
         5'b01100: data_o = data_i << 12;
         5'b01101: data_o = data_i << 13;
         5'b01110: data_o = data_i << 14;
			5'b01111: data_o = data_i << 15;
         default:  data_o = data_i << 16;
      endcase
endmodule
module FAd(a,b,c,cy,sm);
	input a,b,c;
	output cy,sm;
	wire x,y,z;
	xor x1(x,a,b);
	xor x2(sm,x,c);
	and a1(y,a,b);
	and a2(z,x,c);
	or o1(cy,y,z);
endmodule
module carry_lookahead_inc
  (
   input [4:0] i_add1,
   output [4:0]  o_result
   );
  wire [5:0]     w_C;
  wire [4:0]   w_SUM;
  genvar  ii;
  generate 
    for (ii=0; ii<5; ii=ii+1) 
      begin: once_told
         assign w_SUM[ii] = i_add1[ii] ^ w_C[ii];
      end
  endgenerate
  genvar jj;
  generate
    for (jj=0; jj<5; jj=jj+1) 
      begin : someone
        assign w_C[jj+1] = (i_add1[jj] & w_C[jj]);
      end
  endgenerate
  assign w_C[0] = 1'b1;  
  assign o_result = w_SUM;    
endmodule  
`timescale 1ns / 10ps
module mult_top(
    input clk,
    input  [15:0] x,
    input  [15:0] y,
    output reg [31:0] p_out
    );
    wire [31:0] P_vec;
    reg [15:0] X_vec;
    reg [15:0] Y_vec;
    ALM11_SOA mult(X_vec,Y_vec,P_vec); 
    always @(posedge clk) 
    begin
        p_out = P_vec;
        X_vec = x;
        Y_vec = y;
    end
endmodule 

===== /design/flow/constraint.sdc =====
current_design mult_top

set clk_period 11.5
set clk_io_pct 0.2

create_clock -name clk0 -period $clk_period [get_ports {clk}]

set non_clock_inputs [all_inputs -no_clocks]
set_input_delay [expr $clk_period * $clk_io_pct] -clock clk0 $non_clock_inputs
set_output_delay [expr $clk_period * $clk_io_pct] -clock clk0 [all_outputs]

===== /design/flow/run.sh =====
#!/bin/bash
# OpenROAD 26Q1-2900-gdf79404cd8, Yosys 0.63+post, stock flow scripts
make -C /OpenROAD-flow-scripts/flow DESIGN_CONFIG=/design/flow/config.mk WORK_HOME=/design/flow/orfs finish

===== /design/flow/config.mk =====
export PLATFORM = sky130hd
export DESIGN_NAME = mult_top
export DESIGN_NICKNAME = mult_top
export VERILOG_FILES = /design/flow/design.v
export SDC_FILE = /design/flow/constraint.sdc
export NUM_CORES = 4
export LEC_CHECK = 1
export CORE_UTILIZATION = 30

==> flow_summary.yaml <==
# flow metrics
run_status:
  outcome: "finished, final reports clean"
finish:
  logic_area_um2: 4487
  n_fill_cell: 2086
  regArea_um2: 1284
  synthToLayoutAreaGrowth_pct: 16.59
  drive_gt1_share_pct: 7.078
final_timing:
  fmax_mhz: 111.6
  final.setup.worst_slack_ps: 2540
  slew_violations: 0
  worst_pin_slew_ps: 1008
  min_period_over_period_pct: 77.91
  finalHoldViolCount: 0
  rsz0062_at_grt: "false"
  post-route-min-period_ps: 8960
  setup_viol: 0
  max-slew-margin-rel_pct: 31.03
  finClkSkew_ps: 9.322
  setup_tns_ps: 0
yosys:
  ys_async_sr_fraction_pct: 0
  avgSynthCellArea_um2: 7.226
  synth_area_um2: 6207
  ys_area_um2: 6207
  syn-instance-count: 859
  ys_sh_adder_pct: 2.056
  top_area_share_pct: 20.64
  ys_seq_share_pct: 20.64
  mux_area_share_pct: 5.543
  ys_types: 97
  flop_cell: "dfxtp_1"
  top_logic_kind: "AND-OR/OR-AND gates"
  area_leaders: "dfxtp_1 21%, nand2_1 6.0%, nor2_1 5.1%"
  synth.cellmix.xorXnorShare_pct: 3.951
  yosys_cells: 859
  yosysWarnings: 4
  compound_area_share_pct: 37.15
  ys_sh_simple_pct: 23.58
  synth-edff-count: 0
  yosysTopAreaCell: "dfxtp_1"
  ys_seq_elements: 64
cts:
  clkSlewWorstSetupHoldPaths_ps: 60
  cts-resized-gates: 0
  cts_tree: "done"
  clock-root-buffer: "clkbuf_16"
  ctsHtreeMaxLevel: 3
  holdBufCountCts: 0
  numCtsBuffers: 9
  clockBufferDepth: 2
  insertion_delay_ps: 340
  postCtsSetupBuffers: 0
  clock-sinks: 64
detailed_routing:
  drt_drc_violations_left: 0
  wl_per_cell_um: 17.94
  detail-route-antenna-nets: 0
  viasPerCell: 5.974
  drtIter0Drc: 854
  antennaDiodeCount: 0
  firstDrtPassIters: 6
  vias: 6846
  drt_wl_total_um: 20560
worst_setup_path:
  start_kind: "flip-flop"
  critPathMaxStageDelay_ps: 900
  end_kind: "flip-flop"
  cp.required_ps: 11760
  r2r_slack_ps: 2540
  cp_max_fo: 55
  critical_path_class: "reg2reg"
  crit-reg2reg-capture: "p_out[14]"
  cp.arrival_ps: 9220
  cp_slowest_cell: "a2111oi_0"
  r2r.worst_path.cells: 27
  rr_startpoint: "X_vec[15]"
die:
  die_area_um2: 21270
  dieWidth_um: 145.8
  num_io_pins: 65
  die_y_um: 145.8
  core_area_um2: 20230
  rows: 52
  initCoreUtil_pct: 30.68
run:
  warnings: 25
  drv_cap: 0
global_route:
  grt_max_degree: 61
  grt_pass1_wl_um: 33480
  grt_pass1_vias: 6069
  overflow: 0
  track_usage_pct: 19.59
  antenna_found_initial: 0
power:
  power-per-cell-area_nw_per_um2: 180.9
  ir_drop_uv: 87.50
  leakage_nw: 2.698
min_path:
  holdPathStages: 3
  hold_path.class: "reg2reg"
  holdPathEnd: "p_out[19]"
  min_from: "X_vec[0]"
placed_design:
  port_buffers: 64
  gp_congestion: 1.009
  place_ws_ps: 2870
  dp.final_hpwl_um: 15030
layout make-up:
type	instances	share of cell area [%]
clock inverter	6	0.9509
clock buffer	10	3.302
tap	270	4.668
multi-input combinational	693	62.00
timing repair buffer	71	9.578
sequential	64	17.74
inverter	32	1.763
per-stage QoR:
stage | std cells | hold WS [ps] | area [um2] | power [W] | utilization (%)
floorplan | 859 | 789.8 | 6207 | 0.0007853 | -
global placement | 1130 | 1155 | 6929 | 0.001027 | 34.24
detailed placement | 1130 | 1150 | 6929 | 0.001017 | 34.24
CTS | 1146 | 1168 | 7237 | 0.001311 | 35.77
global route | 1146 | 1240 | 7237 | 0.001405 | 35.77
finish | 1146 | 1152 | 7237 | 0.001309 | 35.77
metal layers:
layer / part of all wire (%) / vias to the layer above / global-route usage, %
li1: - / 3282 / -
met1: 46 / 3155 / 30.28
met2: 44 / 369 / 28.95
met3: 7.9 / 40 / 2.880
met4: 2.1 / 0 / 4.105
met5: 0 / - / 0
worst max path at each step:
stage | slack, ps | cells after the start | start | endpoint
4_1_cts | 2830 | 27 | X_vec[15] | p_out[14]
5_1_grt | 2040 | 28 | X_vec[15] | p_out[4]
6_report | 2540 | 27 | X_vec[15] | p_out[14]
state kept, by name, indices dropped and copies added, names as in the netlist:
register and flops:
p_out 32, Y_vec 16, X_vec 16
cell usage after synthesis, types with 7 or more instances:
library cell and number:
clkbuf_1 50, xnor2_1 19, a221oi_1 15, a22oi_1 10, nor2_1 85, xor2_1 9
nand4_1 10, nor3_1 18, inv_1 28, ha_1 7, a222oi_1 10, dfxtp_1 64
mux2i_1 31, o221ai_1 15, a21o_1 9, a211oi_1 13, nand3_1 26, nand2b_1 10
nand2_1 100, o21ai_0 55, a21oi_1 59, o22ai_1 20, buf_1 10, a31oi_1 9
o211ai_1 10
cell families after synthesis:
kind of cell / after synthesis
adders and majority gates: 9
xor gates and xnor gates: 28
DFF: 64
buffers and inverters: 102
muxes: 34
and+or+nand+nor: 306
AOI/OAI and AO/OA: 316
cells in the final DEF, fill, tap and decap left out, types with 6 or more instances in the layout:
master	instances
nand2_1	100
nor2_1	85
clkdlybuf4s50_1	64
dfxtp_1	62
a21oi_1	59
o21ai_0	55
mux2i_1	31
inv_1	28
nand3_1	26
o22ai_1	20
xnor2_1	19
nor3_1	18
a221oi_1	15
o221ai_1	15
a211oi_1	13
nand4_1	10
o211ai_1	10
nand2b_1	10
a22oi_1	10
a222oi_1	10
a21o_1	9
xor2_1	9
a31oi_1	9
clkbuf_16	9
ha_1	7
buf_4	7
nor2b_1	6
o31ai_1	6
a211o_1	6
or2_2	6
and3_1	6
a32oi_1	6
o21ai_1	6
worst max-delay path, delay by kind of cell, from the launching register on:
| kind | cells | cell delay (ps) |
|---|---|---|
| fa+ha+maj | 4 | 1340 |
| compound gates | 9 | 3300 |
| simple gates | 9 | 2560 |
| mux | 1 | 240 |
| flops | 1 | 310 |
| buf+inv | 4 | 1110 |
power breakdown:
group | leakage [nW] | total, W | internal (W) | switching (W)
registers | 0.540 | 0.000318 | 0.000282 | 0.0000359
clock network | 0.137 | 0.000283 | 0.000174 | 0.000109
logic | 2.02 | 0.000708 | 0.000316 | 0.000392
Power and IR drop assume default switching activity.
