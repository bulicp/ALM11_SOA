==> design/flow/design.v <==
`timescale 1ns / 1ps
module ALM11_SOA(
    input [15:0] x,
    input [15:0] y,
    output [31:0] p
    );
	wire [15:0] x_abs;
	wire [15:0] y_abs;
	assign x_abs = x ^ {16{x[15]}};
	assign y_abs = y ^ {16{y[15]}};
	wire [15:0] kx;
	wire zero_x;
	wire [3:0] code_x;
	LOD16 LODx (
		.data_i(x_abs),
		.zero_o(zero_x),
		.data_o(kx)
	 ); 
	PriorityEncoder_16 PEx (
		.data_i(kx),
		.code_o(code_x)
	 ); 
	wire [15:0] ky;
	wire zero_y;
	wire [3:0] code_y;
	LOD16 LODy (
		.data_i(y_abs),
		.zero_o(zero_y),
		.data_o(ky)
	 ); 
	PriorityEncoder_16 PEy (
			.data_i(ky),
			.code_o(code_y)
		 ); 
	wire [3:0] code_x_inv;
	wire [5:0] barrel_x;
	assign code_x_inv = ~code_x;
	Barrel16L BShiftx (
		.data_i(x_abs),
		.shift_i(code_x_inv),
		.data_o(barrel_x)
 	 ); 
	wire [3:0] code_y_inv;
	wire [5:0] barrel_y;
	assign code_y_inv = ~code_y;
	Barrel16L BShifty (
		.data_i(y_abs),
		.shift_i(code_y_inv),
		.data_o(barrel_y)
 	 );
	wire [8:0] op1;
	wire [8:0] op2;
	wire [19:0] L;
	wire c_in;
	assign op1 = {1'b0,code_x,barrel_x[4:1]};
	assign op2 = {1'b0,code_y,barrel_y[4:1]};
	assign c_in = barrel_x[0] & barrel_y[0];
    assign L[19:11] = c_in + op1 + op2;
	assign L[10:0] = {11{1'b1}};
	wire [31:0] tmp_out; 
	AntiLog anti_log(
		.data_i(L),
		.data_o(tmp_out)
	);
	wire prod_sign; 
	wire [31:0] tmp_sign;
	assign prod_sign = x[15] ^ y[15];
	assign tmp_sign = {32{prod_sign}} ^ tmp_out;
	wire not_zero;
	assign not_zero = (~zero_x | x[15] | x[0]) & (~zero_y | y[15] | y[0]);
	assign p = not_zero ? tmp_sign : 32'b0;
endmodule
module AntiLog(
	input [19:0] data_i,
	output [31:0] data_o
	);
	wire [31:0] l1_in;
	wire [31:0] l1_out;
	wire [4:0] k_enc;
	wire [4:0] k_enc_inc;
	assign l1_in = {16'b0,1'b1,data_i[14:0]};
	assign k_enc = {1'b0,data_i[18:15]};
	carry_lookahead_inc inc_inst(
     .i_add1(k_enc),
     .o_result(k_enc_inc)
     );	
	Barrel32L L1shift (
		.data_i(l1_in),
		.shift_i(k_enc_inc),
		.data_o(l1_out)
 	 );
	wire [15:0] r_in;
	wire [15:0] r_out;
	wire [3:0] enc;
	assign enc = ~data_i[18:15];
	assign r_in = {1'b1,data_i[14:0]};
	Barrel16R Rshift (
		.data_i(r_in),
		.shift_i(enc),
		.data_o(r_out)
 	 );
	wire lr;
	wire [15:0] out_msb;
	assign lr = data_i[19];
	assign out_msb = {16{lr}} & l1_out[31:16];
	wire [15:0] out_lsb;
	assign out_lsb = lr ? l1_out[15:0] : r_out;
	assign data_o = {out_msb,out_lsb};
endmodule
module PriorityEncoder_16_old(
    input [15:0] data_i,
    output reg [3:0] code_o
    );
	always @*
		case (data_i)
	      16'b0000000000000001 : code_o = 4'b0000;
         16'b0000000000000010 : code_o = 4'b0001;
         16'b0000000000000100 : code_o = 4'b0010;
         16'b0000000000001000 : code_o = 4'b0011;
         16'b0000000000010000 : code_o = 4'b0100;
         16'b0000000000100000 : code_o = 4'b0101;
         16'b0000000001000000 : code_o = 4'b0110;
         16'b0000000010000000 : code_o = 4'b0111;
		   16'b0000000100000000 : code_o = 4'b1000;
         16'b0000001000000000 : code_o = 4'b1001;
         16'b0000010000000000 : code_o = 4'b1010;
         16'b0000100000000000 : code_o = 4'b1011;
         16'b0001000000000000 : code_o = 4'b1100;
         16'b0010000000000000 : code_o = 4'b1101;
         16'b0100000000000000 : code_o = 4'b1110;
         16'b1000000000000000 : code_o = 4'b1111;
			default     : code_o = 4'b0000;
		endcase
endmodule
module PriorityEncoder_16(
    input [15:0] data_i,
    output [3:0] code_o
    );
    wire [7:0] tmp0;
    assign tmp0 = {data_i[15],data_i[13],data_i[11],data_i[9],data_i[7],data_i[5],data_i[3],data_i[1]};
    OR_tree code0(tmp0,code_o[0]);
    wire [7:0] tmp1;
    assign tmp1 = {data_i[15],data_i[14],data_i[11],data_i[10],data_i[7],data_i[6],data_i[3],data_i[2]};
    OR_tree code1(tmp1,code_o[1]);
    wire [7:0] tmp2;
    assign tmp2 = {data_i[15],data_i[14],data_i[13],data_i[12],data_i[7],data_i[6],data_i[5],data_i[4]};
    OR_tree code2(tmp2,code_o[2]);
    wire [7:0] tmp3;
    assign tmp3 = {data_i[15],data_i[14],data_i[13],data_i[12],data_i[11],data_i[10],data_i[9],data_i[8]};
    OR_tree code3(tmp3,code_o[3]);
endmodule
module OR_tree(
    input [7:0] data_i,
    output data_o
    );
    wire [3:0] tmp1;
    wire [1:0] tmp2;
    assign tmp1 = data_i[3:0] | data_i[7:4];
    assign tmp2 = tmp1[1:0] | tmp1[3:2];
    assign data_o = tmp2[0] | tmp2[1];
endmodule
module LOD4(
    input [3:0] data_i,
    output [3:0] data_o
    );
	 wire mux0;
	 wire mux1;
	 wire mux2;
	 assign mux2 = (data_i[3]==1) ? 1'b0 : 1'b1;
	 assign mux1 = (data_i[2]==1) ? 1'b0 : mux2;
	 assign mux0 = (data_i[1]==1) ? 1'b0 : mux1;
	 assign data_o[3] = data_i[3];
	 assign data_o[2] =(mux2 & data_i[2]);
	 assign data_o[1] =(mux1 & data_i[1]);
	 assign data_o[0] =(mux0 & data_i[0]);
endmodule
module Muxes2in1Array4(
    input [3:0] data_i,
    input select_i,
    output [3:0] data_o
    );
	assign data_o[3] = select_i ? data_i[3] : 1'b0;
	assign data_o[2] = select_i ? data_i[2] : 1'b0;
	assign data_o[1] = select_i ? data_i[1] : 1'b0;
	assign data_o[0] = select_i ? data_i[0] : 1'b0;
endmodule
module LOD16(
    input [15:0] data_i,
    output zero_o,
    output [15:0] data_o
    );
	 wire [15:0] z;
	 wire [3:0] select;
	 wire [3:0] zdet;
	 assign zdet[3] = data_i[15] | data_i[14] | data_i[13] | data_i[12];
	 assign zdet[2] = data_i[11] | data_i[10] | data_i[9] | data_i[8];
	 assign zdet[1] = data_i[7] | data_i[6] | data_i[5] | data_i[4];
	 assign zdet[0] = data_i[3] | data_i[2] | data_i[1] | data_i[0];
	 assign zero_o = ~(zdet[3] | zdet[2] | zdet[1] | zdet[0]);
	 LOD4 lod4_3 (
		.data_i(data_i[15:12]), 
		.data_o(z[15:12])
	 );
	 LOD4 lod4_2 (
		.data_i(data_i[11:8]), 
		.data_o(z[11:8])
	 );
	 LOD4 lod4_1 (
		.data_i(data_i[7:4]), 
		.data_o(z[7:4])
	 );
	 LOD4 lod4_0 (
		.data_i(data_i[3:0]), 
		.data_o(z[3:0])
	 );
	 LOD4 lod4_middle (
		.data_i(zdet), 
		.data_o(select)
	 );
	 Muxes2in1Array4 Inst_MUX214_3 (
		.data_i(z[15:12]), 
		.select_i(select[3]), 
		.data_o(data_o[15:12])
    );
	 Muxes2in1Array4 Inst_MUX214_2 (
		.data_i(z[11:8]), 
		.select_i(select[2]), 
		.data_o(data_o[11:8])
    );
	 Muxes2in1Array4 Inst_MUX214_1 (
		.data_i(z[7:4]), 
		.select_i(select[1]), 
		.data_o(data_o[7:4])
    );
	 Muxes2in1Array4 Inst_MUX214_0 (
		.data_i(z[3:0]), 
		.select_i(select[0]), 
		.data_o(data_o[3:0])
    );
endmodule
module Barrel16L(
    input [15:0] data_i,
    input [3:0] shift_i,
    output [5:0] data_o
    );
   reg [15:0] tmp;
   always @*
      case (shift_i)
         4'b0000: tmp = data_i;
         4'b0001: tmp = data_i << 1;
         4'b0010: tmp = data_i << 2;
         4'b0011: tmp = data_i << 3;
         4'b0100: tmp = data_i << 4;
         4'b0101: tmp = data_i << 5;
         4'b0110: tmp = data_i << 6;
         4'b0111: tmp = data_i << 7;
         4'b1000: tmp = data_i << 8;
         4'b1001: tmp = data_i << 9;
         4'b1010: tmp = data_i << 10;
         4'b1011: tmp = data_i << 11;
         4'b1100: tmp = data_i << 12;
         4'b1101: tmp = data_i << 13;
         4'b1110: tmp = data_i << 14;
         default: tmp = data_i << 15;
      endcase
	assign data_o = tmp[15:10];
endmodule
module Barrel16R(
    input [15:0] data_i,
    input [3:0] shift_i,
    output reg [15:0] data_o
    );
   always @*
      case (shift_i)
         4'b0000: data_o = data_i;
         4'b0001: data_o = data_i >> 1;
         4'b0010: data_o = data_i >> 2;
         4'b0011: data_o = data_i >> 3;
         4'b0100: data_o = data_i >> 4;
         4'b0101: data_o = data_i >> 5;
         4'b0110: data_o = data_i >> 6;
         4'b0111: data_o = data_i >> 7;
         4'b1000: data_o = data_i >> 8;
         4'b1001: data_o = data_i >> 9;
         4'b1010: data_o = data_i >> 10;
         4'b1011: data_o = data_i >> 11;
         4'b1100: data_o = data_i >> 12;
         4'b1101: data_o = data_i >> 13;
         4'b1110: data_o = data_i >> 14;
         default: data_o = data_i >> 15;
      endcase
endmodule
module Barrel32L(
    input [31:0] data_i,
    input [4:0] shift_i,
    output reg [31:0] data_o
    );
   always @*
      case (shift_i)
         5'b00000: data_o = data_i;
         5'b00001: data_o = data_i << 1;
         5'b00010: data_o = data_i << 2;
         5'b00011: data_o = data_i << 3;
         5'b00100: data_o = data_i << 4;
         5'b00101: data_o = data_i << 5;
         5'b00110: data_o = data_i << 6;
         5'b00111: data_o = data_i << 7;
         5'b01000: data_o = data_i << 8;
         5'b01001: data_o = data_i << 9;
         5'b01010: data_o = data_i << 10;
         5'b01011: data_o = data_i << 11;
         5'b01100: data_o = data_i << 12;
         5'b01101: data_o = data_i << 13;
         5'b01110: data_o = data_i << 14;
			5'b01111: data_o = data_i << 15;
         default:  data_o = data_i << 16;
      endcase
endmodule
module FAd(a,b,c,cy,sm);
	input a,b,c;
	output cy,sm;
	wire x,y,z;
	xor x1(x,a,b);
	xor x2(sm,x,c);
	and a1(y,a,b);
	and a2(z,x,c);
	or o1(cy,y,z);
endmodule
module carry_lookahead_inc
  (
   input [4:0] i_add1,
   output [4:0]  o_result
   );
  wire [5:0]     w_C;
  wire [4:0]   w_SUM;
  genvar  ii;
  generate 
    for (ii=0; ii<5; ii=ii+1) 
      begin: once_told
         assign w_SUM[ii] = i_add1[ii] ^ w_C[ii];
      end
  endgenerate
  genvar jj;
  generate
    for (jj=0; jj<5; jj=jj+1) 
      begin : someone
        assign w_C[jj+1] = (i_add1[jj] & w_C[jj]);
      end
  endgenerate
  assign w_C[0] = 1'b1;  
  assign o_result = w_SUM;    
endmodule  
==> design/flow/run.sh <==
#!/bin/bash
# OpenROAD 26Q1-2900-gdf79404cd8, Yosys 0.63+post, stock flow scripts
make -C /OpenROAD-flow-scripts/flow DESIGN_CONFIG=/design/flow/config.mk WORK_HOME=/design/flow/orfs finish
==> design/flow/config.mk <==
export PLATFORM = sky130hd
export DESIGN_NAME = PriorityEncoder_16_old
export DESIGN_NICKNAME = PriorityEncoder_16_old
export VERILOG_FILES = /design/flow/design.v
export SDC_FILE = /design/flow/constraint.sdc
export NUM_CORES = 4
export LEC_CHECK = 1
export CORE_AREA = 10 10 70 70
export DIE_AREA = 0 0 80 80
==> design/flow/constraint.sdc <==
current_design PriorityEncoder_16_old

set clk_period 3.0
set clk_io_pct 0.2

create_clock -name clk0 -period $clk_period

set non_clock_inputs [all_inputs -no_clocks]
set_input_delay [expr $clk_period * $clk_io_pct] -clock clk0 $non_clock_inputs
set_output_delay [expr $clk_period * $clk_io_pct] -clock clk0 [all_outputs]
==> run notes <==
For the DRC violation count after routing, the log shows 0. The area taken by multi-input combinational cells is reported as 409 um2. The filler cells instantiated in the layout total 383. The final report lists a non-filler cell total of 143.

For the pin count of the biggest net entering global routing, the log shows 9. The required time of the worst setup path was 2400 ps; the fraction of final layout cells sized beyond drive strength 1 was 39.2%. The number of sequential cells reported for the layout is 0. The sum of overflow across all layers after global routing is 0.

The clock buffers instantiated in the layout total 0. The number of top-level pins was 20. The number of global-route vias before repair is 571, and the power density over the cells is 90.5 mW/mm2. The script logs the ratio of routed vias to standard cells as 4.24. According to the floorplan report, the die width is 80 um. The leakage power was 0.000364 uW.

STA lists the startpoint of the worst hold path as data_i[12]. Kind of critical path: in2out. The timing report gives the biggest stage delay along the critical path as 460 ps. The time the worst path needs with I/O delays and setup was 2900 ps; the remaining antenna violation count was 0.

The report lists the number of standard-cell rows as 21. For the number of slew-limit violations in the final report, the log shows 0. In the final report, the number of hold violations comes to 0. The logs give 1 for the yosys warning tally and 24 for the iteration-0 DRC count of the detailed router.

The run gives 4 for the detailed-routing iteration count for the pre-antenna-repair pass. The run gives 0.00342 mm2 as the area of the placeable core. After floorplanning, the die was sized to cover 0.00640 mm2.

The report shows a maximum critical-path fanout of 4. According to the Yosys statistics, the synthesized design has a chip area of 363 um2. Summed over all nets, the half-perimeter wirelength after detailed placement is 1.24 mm. A synthesized cell averages 6.60 um2.

For this run, the final setup violation count is recorded as 0. After synthesis the cells add up to 363 um2. RePlAce ended its routability-driven mode at a weighted congestion of 0.783. Global routing consumed, over all layers together, 4.39% of the routing resources.

The run gives 25 as the number of distinct library cell variants in the gate-level netlist after synthesis. The worst hold slack came out at 1730 ps. The worst min-delay path category is in2out.

The routed layout has 607 vias. During placement, the flow inserted port buffers numbering 20. The run gives 0 for the number of antenna violations at the first check in global routing.

The worst-case max-slew headroom was logged as 77.6%. In the Yosys report, the sequential cells make up 0% of the chip area. The synthesis-to-finish area growth is 136%, and the final worst-path cycle share is 96.6%. The total inserted antenna cells is 0, and the cell total in the yosys stat output is 55.

Across the whole layout, storage elements account for 0 um2. Looking at the critical path, the single cell with the biggest stage delay is clkdlybuf4s50_1. Hold repair after CTS inserted 0 buffers. The flow ran to the end, and the final reports show no timing, DRC or antenna violations.

The first global-routing pass estimated 2.46 mm of wire. Tracing the worst setup path back leads to its startpoint at data_i[4]. Category of the worst setup path capture point: an output port. In the hold timing report, the worst path depth is 5. The slew of the pin with the lowest slew margin was 332 ps. In this run, placement finished with an instance count of 138. The share of the core area taken by cells at floorplan is 10.6%. In the post-route report, total wirelength is listed as 1.51 mm. The synthesized netlist handed to floorplanning was reported with a cell count of 55. The worst setup path is launched from a primary input. The critical path goes through dlygate4sd2_1 > nor4_2 > nand3_1 > nor4b_2 > a22o_1 > clkdlybuf4s50_1. The run gives 2300 ps for the endpoint arrival time on the critical path. Number of warnings in the stage logs: 33. For this run, the top clock speed supported by timing is 0.345 GHz. For this sky-water flow run, the detailed-routed wirelength per cell is reported as 10.6 um.

Setup repair after global routing left no endpoint under its margin. The logs give 0 for the max-cap violation count and 0.0000398 V for the worst voltage drop across the vdd grid. The floorplan step set the die height to 80 um.
==> cells in the final DEF, fill, tap and decap left out, drive strengths merged, types with 3 or more instances in the layout <==
cell type / netlist / final
buf: 1 / 25
clkdlybuf4s50: 0 / 5
dlygate4sd2: 0 / 5
dlymetal6s2s: 0 / 8
nand2: 3 / 3
nor2: 6 / 6
nor4: 3 / 3
nor4b: 5 / 5
o21ai: 10 / 10
xor2: 4 / 4
==> logic make-up (layout without fill, tap and decap cells) <==
family,count (synthesis),in the layout,synth area share [%]
buf+inv,2,44,4.14
simple gates,29,29,51.4
compound gates,19,19,32.4
xor+xnor,5,5,12.1
==> final cells by class <==
class                      instances  share of cell area, %
multi-input combinational         53                   47.9
tap                               46                   6.73
timing repair buffer              44                   45.4
==> layer usage <==
| metal | share of wire (%) | global-route usage (%) | up-vias | routed length [um] |
|---|---|---|---|---|
| met4 | 0 | 0 | 0 | 0 |
| met2 | 42 | 6.42 | 22 | 628 |
| met3 | 6.2 | 0.909 | 0 | 93 |
| met1 | 52 | 6.72 | 278 | 787 |
| li1 | - | - | 307 | - |
| met5 | 0 | 0 | - | 0 |
==> final timing paths <==
| check | slack [ps] | to |
|---|---|---|
| worst max-delay path | 100 | code_o[1] |
| worst min-delay path | 1730 | code_o[3] |
==> repair_timing <==
item	4_1_cts	5_1_grt
hold endpoints to repair	0	0
pin swaps	8	9
setup endpoints to repair	4	4
setup buffers	3	2
resized	18	13
==> power by group <==
group	leakage (uW)	total (uW)	internal, uW	switching, uW
Clock	0	0	0	0
Combinational	0.000364	77.4	42.9	34.4
Sequential	0	0	0	0
Total	0.000364	77.4	42.9	34.4
==> critical path: cells and delay by family <==
kind | cells | cell delay [ps]
AND-OR/OR-AND | 1 | 170
buffers and inverters | 2 | 730
AND/OR/NAND/NOR | 3 | 800
==> stage by stage <==
step | worst slack [ps] | cell area, um2 | TNS, ps | power, uW | util (%)
5_1_grt | 7.13 | 855 | 0 | 84.5 | 25.0
3_5_place_dp | -340 | 748 | -1230 | 73.0 | 21.9
3_3_place_gp | -329 | 748 | -1210 | 71.9 | 21.9
6_report | 103 | 855 | 0 | 77.4 | 25.0
2_1_floorplan | 620 | 363 | 0 | 23.4 | -
4_1_cts | -125 | 815 | -125 | 76.5 | 23.8
==> cells in the mapped netlist, types with 2 or more instances <==
| cell type | number | area share [%] |
|---|---|---|
| a21oi_1 | 2 | 2.8 |
| nand2_1 | 3 | 3.1 |
| nand2b_1 | 2 | 3.4 |
| nand3_1 | 2 | 2.8 |
| nor2_1 | 6 | 6.2 |
| nor3_1 | 2 | 2.8 |
| nor4_1 | 3 | 5.2 |
| nor4b_1 | 5 | 12 |
| o21ai_0 | 9 | 12 |
| or4_4 | 2 | 6.2 |
| or4b_2 | 2 | 5.5 |
| xor2_1 | 4 | 9.7 |
Power is estimated from default activity; no workload was simulated.
